## config.mk

```make
export PLATFORM = sky130hd
export DESIGN_NAME = Uart_TX_Top
export DESIGN_NICKNAME = Uart_TX_Top
export VERILOG_FILES = /design/flow/design.v
export SDC_FILE = /design/flow/constraint.sdc
export NUM_CORES = 4
export LEC_CHECK = 1
export CORE_AREA = 10 10 89 89
export DIE_AREA = 0 0 99 99
```

## constraint.sdc

```tcl
current_design Uart_TX_Top

set clk_period 2.3
set clk_io_pct 0.2

create_clock -name clk0 -period $clk_period [get_ports {CLK}]

set non_clock_inputs [all_inputs -no_clocks]
set_input_delay [expr $clk_period * $clk_io_pct] -clock clk0 $non_clock_inputs
set_output_delay [expr $clk_period * $clk_io_pct] -clock clk0 [all_outputs]
```

## design.v

```verilog
module FSM( 
  input     wire             FSM_RST_ASYN,
  input     wire             FSM_CLK,
  input     wire             FSM_DataValid,
  input     wire             FSM_SerDone,
  input     wire             FSM_ParEn,
  output    reg              FSM_SerEn,
  output    reg    [1:0]     FSM_MuxSel,
  output    reg              FSM_Busy,
  output    wire             FSM_BuffEn
  );
  reg      [2:0]     Current_State;
  reg      [2:0]     Next_State;
  localparam IDLE       = 3'b000,
  Transmission_Start    = 3'b001,
  Transmission_Data     = 3'b011,
  Transmission_Parity   = 3'b010,
  Transmission_Stop     = 3'b110;
  always@(posedge FSM_CLK or negedge FSM_RST_ASYN)
  begin
    if(!FSM_RST_ASYN)
      Current_State <= IDLE ;
    else
      Current_State <= Next_State ;
  end
  always@(*)
  begin
    case(Current_State)
      IDLE                   : begin
                                if(FSM_DataValid)
                                  Next_State = Transmission_Start;
                                else
                                  Next_State = IDLE; 
                              end
      Transmission_Start    :  begin
                                Next_State = Transmission_Data;
                              end
      Transmission_Data     :  begin
                                if(FSM_SerDone)
                                  begin
                                    if(FSM_ParEn)
                                      Next_State = Transmission_Parity;
                                    else
                                      Next_State = Transmission_Stop;
                                  end
                                else
                                  begin
                                   Next_State = Transmission_Data; 
                                  end
                              end
      Transmission_Parity   :  begin
                                Next_State = Transmission_Stop;
                             end
      Transmission_Stop     :  begin
                                if(FSM_DataValid)
                                  Next_State = Transmission_Start;
                                else
                                  Next_State = IDLE;
                             end
      default               :  begin
                                Next_State = IDLE;
                             end
    endcase
  end
  always@(*)
  begin
    case(Current_State)
      IDLE                   : begin
                                FSM_MuxSel = 2'b00;
                                FSM_Busy = 1'b0;
                                FSM_SerEn = 1'b0; 
                              end
      Transmission_Start    :  begin
                                FSM_MuxSel = 2'b01;
                                FSM_Busy = 1'b1;
                                FSM_SerEn = 1'b0;                                
                              end
      Transmission_Data     :  begin
                                FSM_MuxSel = 2'b11;
                                FSM_Busy = 1'b1;
                                FSM_SerEn = 1'b1;                                 
                              end
      Transmission_Parity   :  begin
                                FSM_MuxSel = 2'b10;
                                FSM_Busy = 1'b1;
                                FSM_SerEn = 1'b0; 
                             end
      Transmission_Stop     :  begin
                                FSM_MuxSel = 2'b00;
                                FSM_Busy = 1'b1;
                                FSM_SerEn = 1'b0;  
                             end
      default               :  begin
                                FSM_MuxSel = 2'b00;
                                FSM_Busy = 1'b0;
                                FSM_SerEn = 1'b0;   
                             end
    endcase
  end
  assign FSM_BuffEn = ((~|FSM_MuxSel)&(FSM_DataValid))|(~FSM_Busy);
endmodule
module InputBuffer #(parameter DataWIDTH=3) (
  input    wire    [2**(DataWIDTH)-1:0]    Buffer_Pdata_in,
  input    wire                            Buffer_ParityEn_in,
  input    wire                            Buffer_ParBit_in,
  input    wire                            Buffer_EN,
  input    wire                            Buffer_CLK,
  input    wire                            Buffer_RST_ASYN,
  output   reg     [2**(DataWIDTH)-1:0]    Buffer_Pdata_out,
  output   reg                             Buffer_ParityEn_out,
  output   reg                             Buffer_ParBit_out);
  always@(posedge Buffer_CLK or negedge Buffer_RST_ASYN)
  begin
    if(!Buffer_RST_ASYN)
      begin
       Buffer_Pdata_out <= 'b0;
       Buffer_ParityEn_out <= 1'b0;
       Buffer_ParBit_out <= 1'b0;
     end
   else if(Buffer_EN)
     begin
       Buffer_Pdata_out <= Buffer_Pdata_in;
       Buffer_ParityEn_out <= Buffer_ParityEn_in;
       Buffer_ParBit_out <= Buffer_ParBit_in;
     end
  end
endmodule
module MUX (
  input     wire    [1:0]    Selection_Bits,
  input     wire             in_00,
  input     wire             in_01,
  input     wire             in_10,
  input     wire             in_11,
  output    reg              MUX_Out);
  always@(*)
  begin
    case(Selection_Bits)
      2'b00        : begin
                      MUX_Out = in_00;
                     end
      2'b01        : begin
                      MUX_Out = in_01;
                     end
      2'b10        : begin
                      MUX_Out = in_10;
                     end
      2'b11        : begin
                      MUX_Out = in_11;
                     end
      default      : begin
                      MUX_Out = in_00;
                     end
    endcase
  end
endmodule
module Parallel_To_Serial #(parameter PISO_WIDTH=3) (
  input    wire    [2**(PISO_WIDTH)-1:0]      PISO_ParallelData,
  input    wire    [PISO_WIDTH-1:0]           PISO_Count,
  output   reg                                PISO_SerialData);
  reg    [2**(PISO_WIDTH)-1:0]    data; 
  always@(*)
  begin
    data = (PISO_ParallelData>>PISO_Count);
    PISO_SerialData = data[0];
  end
endmodule
module Parity_Calc #(parameter DataWIDTH=3) (
  input    wire    [2**(DataWIDTH)-1:0]    ParityCalc_PDATA,
  input    wire                            ParityCalc_DataValid,
  input    wire                            ParityCalc_ParType, 
  output   reg                             ParityCalc_ParBit);
  reg    Parity;
  always@(*)
  begin
    Parity =(^ParityCalc_PDATA);
    if(ParityCalc_ParType == 1'b0)
      ParityCalc_ParBit = Parity;
    else
      ParityCalc_ParBit = (~Parity);
  end
endmodule   
module Seralizer #(parameter WIDTH = 3)(
  input    wire    [2**(WIDTH)-1:0]    Seralizer_ParallelData,
  input    wire                        Seralizer_CLK,
  input    wire                        Seralizer_RST_ASYN,
  input    wire                        Seralizer_En,
  output   wire                        Seralizer_done,
  output   wire                        Seralizer_SerialData);
  wire    [WIDTH-1:0]    CountToPISO;
  counter #(.CounterWIDTH(WIDTH)) C0 (
  .counter_RST_ASYN(Seralizer_RST_ASYN),
  .counter_CLK(Seralizer_CLK),
  .counter_En(Seralizer_En),
  .counter_finish(Seralizer_done),
  .count(CountToPISO));
  Parallel_To_Serial #(.PISO_WIDTH(WIDTH)) P0 (
  .PISO_ParallelData(Seralizer_ParallelData),
  .PISO_Count(CountToPISO),
  .PISO_SerialData(Seralizer_SerialData));
endmodule
module Uart_TX_Top #(parameter DATAWIDTH = 3) ( 
input    wire    [2**DATAWIDTH-1:0]    P_DATA,
input    wire                          CLK,
input    wire                          RST_ASYN,
input    wire                          Data_Valid,
input    wire                          PAR_EN,
input    wire                          PAR_TYP,
output   wire                          TX_OUT,
output   wire                          busy);
wire    [2**DATAWIDTH-1:0]    Parallel_Data;
wire    [1:0]                 FSM_MUXSelection;
wire                          Ser_En;
wire                          Ser_Done;
wire                          Parity_En;
wire                          Parity_bit;
wire                          Parity_bit_To_Buffer;
wire                          Seralizer_RST;
wire                          BuffEn;
wire                          Serial_Data;
InputBuffer #(.DataWIDTH(DATAWIDTH)) U0_InputBuffer (
.Buffer_Pdata_in(P_DATA),
.Buffer_ParityEn_in(PAR_EN),
.Buffer_ParBit_in(Parity_bit_To_Buffer),
.Buffer_EN(BuffEn),
.Buffer_CLK(CLK),
.Buffer_RST_ASYN(RST_ASYN),
.Buffer_Pdata_out(Parallel_Data),
.Buffer_ParityEn_out(Parity_En),
.Buffer_ParBit_out(Parity_bit));
Parity_Calc #(.DataWIDTH(DATAWIDTH)) U0_Parity_Calc (
.ParityCalc_PDATA(P_DATA),
.ParityCalc_DataValid(Data_Valid),
.ParityCalc_ParType(PAR_TYP),
.ParityCalc_ParBit(Parity_bit_To_Buffer));
FSM U0_FSM (
.FSM_RST_ASYN(RST_ASYN),
.FSM_CLK(CLK),
.FSM_DataValid(Data_Valid),
.FSM_SerDone(Ser_Done),
.FSM_ParEn(Parity_En),
.FSM_SerEn(Ser_En),
.FSM_MuxSel(FSM_MUXSelection),
.FSM_Busy(busy),
.FSM_BuffEn(BuffEn));
Seralizer #(.WIDTH(DATAWIDTH)) U0_Seralizer (
.Seralizer_ParallelData(Parallel_Data),
.Seralizer_CLK(CLK),
.Seralizer_RST_ASYN(RST_ASYN ),
.Seralizer_En(Ser_En),
.Seralizer_done(Ser_Done),
.Seralizer_SerialData(Serial_Data));
MUX U0_MUX (
.Selection_Bits(FSM_MUXSelection),
.in_00(1'b1),
.in_01(1'b0),
.in_10(Parity_bit),
.in_11(Serial_Data),
.MUX_Out(TX_OUT));
endmodule
module counter #(parameter CounterWIDTH = 3) (
  input    wire                         counter_RST_ASYN,
  input    wire                         counter_CLK,
  input    wire                         counter_En,
  output   wire                         counter_finish,
  output   reg    [CounterWIDTH-1:0]    count );
  reg    [CounterWIDTH-1:0]    count_comb;
  always@(posedge counter_CLK or negedge counter_RST_ASYN)
  begin
    if(!counter_RST_ASYN)
      count <= 'b0;
    else
      count <= count_comb;
  end
  always@(*)
  begin
    if(counter_En)
     if(!counter_finish)
       count_comb = count +3'b1;
     else
       count_comb = count;
    else
      count_comb = 'b0;
  end
  assign counter_finish = (&count);
endmodule
```

## run.sh

```bash
#!/bin/bash
# OpenROAD 26Q1-2900-gdf79404cd8, Yosys 0.63+post, stock flow scripts
make -C /OpenROAD-flow-scripts/flow DESIGN_CONFIG=/design/flow/config.mk WORK_HOME=/design/flow/orfs finish
```

==> results.txt <==
run metrics: clk latency of the worst-skew pair around 0.25 ns, unrepaired setup endpoints after global routing no, Global Route Usage Sum under 10%, Log Warnings 25, Routability Congestion about 0.75, CTS tree built, mapped cell area 928.4 sq um, CP Class reg2out, vias per cell between 3 and 4, most frequent logic cell in the layout dfrtp_1, Post-route DRC 0, crit path time final about 2.1 ns, chip area 0.009801 sq mm, Syn Inst Count slightly below 70, cells in synth_stat.txt 69, Clock Skews a little under 0.005 ns, worst hold path class reg2reg, grt ovf 0, CTS root buf clkbuf_8, first-pass GRT wire length between 2 and 3 mm, Layout area overhead 30.19%, R2R Path End U0_Seralizer.C0.count[0]$_DFFE_PN0P_, Worst Tran Pin Value approximately 0.29 ns, I/O pin count 15, # setup viols final 0, vias roughly 530, sequential-to-total area share from yosys stat between 40 and 50%, initial antenna violation count 0, crit path DAT ~1.7 ns, Req. time, crit path roughly 1.8 ns, worst hold margin about 0.50 ns, Slew headroom around 81%, Top cells excl fill/tap 17 x dfrtp_1, 13 x clkdlybuf4s50_1, 8 x mux2_4, FF-to-FF setup slack roughly 0.85 ns, clock-pin slew on the worst setup and hold paths ~0.07 ns, iteration tally of the first detailed-router pass 2, Critical Path End Type primary output, drt total wl around 1.8 mm, Hold Buf Count CTS 0, CTS buffer count 3, setup tns final 0 ns, CTS sink count 18, Max Freq about 470 MHz, Starting Density between 10% and 20%, Row Count 28, htree depth 1, asr flop ratio synth roughly 100%, Hold Fails Final Rpt 0, total chip power 1.349 mW, maximum VDD drop between 0.4 and 0.5 mV, largest net degree at the start of global routing 19, crit-path max FO 2, share of cells above drive strength 1 a little under a quarter, Mean Syn Cell Area 13.45 sq um, max-cap viol count 0, run status finished, final reports clean, yosys stat area slightly above 900 sq um, leakage just over 0.5 nW, CP startpoint U0_Seralizer.C0.count[0]$_DFFE_PN0P_, Die Y approximately 100 um, Detailed Place HPWL about 1.3 mm, Synth Warn # 6, flops & latches, synth 18, Yosys cell types 28, Die X just under 100 um, CTS max path bufs 2, routed len/inst roughly 11 um, Final Cycle Share between 90% and 100%, ant diodes 0, power per cell area 1116 mW/mm^2, FF-to-FF Start U0_Seralizer.C0.count[0]$_DFFE_PN0P_, IO buf count 14, number of global-route vias before repair 595, Main synth FF type dfrtp_1, ANT nets after route 0, First DRT Iteration DRCs 22, Worst Setup EP TX_OUT, crit start category register, R2R depth 5, Post-synth EDFFs 0, Max Slew Vio Count 0, core area 0.005991 sq mm
==> power breakdown <==
| part | switching [mW] | internal [mW] |
|---|---|---|
| logic | 0.187 | 0.361 |
| registers | 0.107 | 0.444 |
| clock network | 0.0991 | 0.152 |
| total | 0.393 | 0.956 |
==> logic make-up after synthesis <==
group	count (synthesis)	synth area share [%]
and+or+nand+nor	13	8.356
adders and majority gates	2	2.695
AOI/OAI and AO/OA	8	5.931
DFF	18	48.65
buffers and inverters	6	4.042
xor gates and xnor gates	8	9.030
muxes	14	21.29
==> stage by stage <==
step           cells  cell area [sq um]  utilization, %  worst slack, ns
2_1_floorplan     69              928.4               -           0.6719
3_3_place_gp     157               1151           19.21           0.1204
3_5_place_dp     157               1151           19.21           0.1126
4_1_cts          162               1209           20.18           0.1370
5_1_grt          162               1209           20.18          0.05240
6_report         162               1209           20.18           0.1701
==> Yosys cell counts, drive strengths merged, types with 2 or more instances <==
cell type | count | share of area (%)
dfrtp | 17 | 46
nand2 | 3 | 1.2
o21ai | 2 | 1.5
ha | 2 | 2.7
inv | 3 | 1.2
buf | 2 | 2.4
xnor2 | 5 | 4.7
nor2b | 4 | 2.7
mux2i | 4 | 4.3
xor2 | 2 | 1.9
nor2 | 2 | 0.81
mux2 | 9 | 14
==> flip-flops by register name, indices dropped and copies added (netlist names) <==
register,cells
U0_InputBuffer.Buffer_ParityEn_out,1
U0_Seralizer.C0.count,3
U0_InputBuffer.Buffer_ParBit_out,1
U0_InputBuffer.Buffer_Pdata_out,8
U0_FSM.Current_State,5
==> timing repair <==
action,in CTS,in global routing
resized,2,0
setup buffers,1,0
endpoints found under the setup margin,1,0
==> routing by layer <==
layer / share of wire, % / global-route usage, %
met2: 42 / 5.210
met3: 6.9 / 1.832
met4: 0.46 / 0.3308
met5: 0 / 0
met1: 50 / 4.966
==> critical path: stages, from the launching register on <==
cell	delay (ns)
dfrtp_1	0.37
mux4_2	0.50
o211ai_1	0.20
o31ai_1	0.10
dlygate4sd2_1	0.25
==> layout make-up <==
class	instances	area (sq um)
fillers	628	4782
flip-flops and latches	18	451.7
multi-input cells	45	435.4
repair buffers	17	161.4
well taps	75	93.84
clock buffers	4	55.05
inverters	3	11.26
==> worst min path at each step <==
stage                                                 to                                            from  cells after the start
4_1_cts                U0_FSM.Current_State[2]$_DFF_PN0_  U0_InputBuffer.Buffer_ParityEn_out$_DFFE_PN0P_                      1
5_1_grt   U0_InputBuffer.Buffer_Pdata_out[7]$_DFFE_PN0P_  U0_InputBuffer.Buffer_Pdata_out[7]$_DFFE_PN0P_                      1
6_report               U0_FSM.Current_State[2]$_DFF_PN0_  U0_InputBuffer.Buffer_ParityEn_out$_DFFE_PN0P_                      1
Power figures rest on the tool's default switching activity, not on a simulated workload.
